[run.sh]
#!/bin/bash
# OpenROAD 26Q1-2900-gdf79404cd8, Yosys 0.63+post, stock flow scripts
make -C /OpenROAD-flow-scripts/flow DESIGN_CONFIG=/design/flow/config.mk WORK_HOME=/design/flow/orfs finish
[config.mk]
export PLATFORM = sky130hd
export DESIGN_NAME = register
export DESIGN_NICKNAME = register
export VERILOG_FILES = /design/flow/design.v
export SDC_FILE = /design/flow/constraint.sdc
export NUM_CORES = 4
export LEC_CHECK = 1
export CORE_UTILIZATION = 40
[constraint.sdc]
current_design register

set clk_period 21.5
set clk_io_pct 0.2

create_clock -name clk0 -period $clk_period [get_ports {clk}]

set non_clock_inputs [all_inputs -no_clocks]
set_input_delay [expr $clk_period * $clk_io_pct] -clock clk0 $non_clock_inputs
set_output_delay [expr $clk_period * $clk_io_pct] -clock clk0 [all_outputs]
[design.v]
`timescale 1ns / 1ps
module register(
  input clk,
  input RegWrite,
  input Branch,
  input Jump,
  input [31:0] pc,
  input [31:0] instru,
  input [4:0] rd,
  input [63:0] WriteData,
  output [63:0] ReadData1,
  output [63:0] ReadData2
);
  reg [63:0] RegData [31:0];  
  integer i;
  initial begin
    for (i = 0; i < 32; i = i + 1) begin
      RegData[i] = 64'b0;
    end
  end
  assign ReadData1 = RegData[instru[19:15]];
  assign ReadData2 = RegData[instru[24:20]];
  always @(negedge clk) begin
    if (Branch == 1 & Jump == 1 & instru[11:7] != 5'b0) begin
      RegData[instru[11:7]] = {32'b0, pc + 4};
    end
    if (RegWrite == 1 && rd != 5'b0) begin
      RegData[rd] = WriteData;       
    end
  end
endmodule
==> notes.org <==
* Implementation run

** Floorplanning
- Cell row count :: 191
- Die W :: around 530 um
- The core region is 0.2717 mm^2.
- According to the floorplan report, the total die area is 0.2761 mm^2.
- # IOs :: 265
- Floorplan-stage core utilization :: 0.4034
- Die Span Y :: roughly 530 um

** Finish
- The layout summary lists the proportion of cells stronger than drive strength 1 as 0.1844.
- After filler insertion, the fill cell instance count of the layout stands at between 20000 and 25000.
- In the final layout, the multi-input gates occupy 0.04541 mm^2.
- Number of flip-flops in the largest register :: 2048
- The sequential cells in the finished layout cover a total of 0.06150 mm^2.
- Core occupancy in the finished layout :: 0.4881
- Final cell count without fillers :: about 14000
- After routing the design area is about 0.13 mm^2.
- Layout Area Growth over Synthesis :: 21.01%

** Detailed routing
- After detailed routing, the number of vias per cell comes to about 6.3.
- Number of design-rule violations left by the first detailed-router iteration :: just under 8000
- In the log, the iteration count for the first detailed-route pass is 9.
- The detailed router reported a total wirelength of 461600 um.
- Vias :: 87630
- Drt wl/cell :: 33.39 um
- In the routed design, unresolved DRC markers number 0.
- The detail route stage leaves a number of antenna-violating nets equal to 0.

** Synthesis
- Each instance of the synthesized netlist takes up on average ~14 um^2.
- Post-synthesis async set-or-reset flop share :: 0
- Post-synth EDFFs :: 2048
- Top area cell types :: sky130_fd_sc_hd__edfxtp_1 (56%), sky130_fd_sc_hd__mux4_2 (19%), sky130_fd_sc_hd__and3_1 (5.0%)
- The synthesized netlist occupies a cell area of 0.1096 mm^2.
- Of the synthesized area, sequential elements account for 0.5611.
- Mapped Cells :: 7992
- The largest total area in the synthesized netlist belongs to sky130_fd_sc_hd__edfxtp_1.
- Distinct lib cells used :: 41
- Chip area from the yosys synthesis statistics :: 0.1096 mm^2
- The post-synth register bit count is slightly above 2000.
- Of the post-synthesis cell area, the dominant cell type holds 0.5611.
- Cells in synth_stat.txt :: 7992
- For this run, the number of Yosys warnings is 1.
- The most used flip-flop cell after synthesis is sky130_fd_sc_hd__edfxtp_1.

** Worst hold path
- Note that the worst hold path type here is primary input to output pin.
- Number of cells traversed by the worst hold path :: 5

** Power and ir drop
- The script extracted a total leakage power of 0.05230 uW.
- Internal power contribution :: 7691 uW
- The power report attributes to the sequential group a share of 0.412.
- Peak VDD IR :: 0.07671 mV
- Power dissipated by switching net loads :: 3310 uW
- For this design the ratio of total power to cell area is 82.94 mW/mm^2.
- Combinational share of power :: 0.089
- Of the total power, the clock network draws 0.499.
- Overall power consumption after layout is estimated at 11000 uW.
- The switching portion of total power comes to 0.3009.

** Placed design
- Tally of buffers added on design ports :: approximately 250
- The placement summary gives the final routability congestion estimate as slightly above 1.
- Placed wire-length estimate :: 268300 um
- Dpl cell area :: 0.1173 mm^2
- Including well taps, the total number of placed cells is 11330.

** GRT
- After global routing the overflow that remains totals 0.
- Global-route wire length before repair :: 642700 um
- Largest net degree at the start of global routing :: 136
- Total routing usage reported by global routing :: 0.3617
- Vias in the first global route :: 94630
- Number of antenna violations at the first check in global routing :: 35

** Setup path
- The worst setup path is launched from a flop.
- The worst setup path is captured at an output pin.
- Cell family with the largest share of critical-path delay :: simple AND/OR/NAND/NOR gates
- Critical path class :: flop to output pin
- Data arrival time of the critical path :: 14.35 ns
- The report lists the cells along the critical path as mux4_2, o22ai_1, nor4_1, clkdlybuf4s50_1.
- Worst endpoint required time :: approximately 17 ns
- Cell depth of the worst setup path :: 4
- Per the post-run analysis, buffers plus inverters along the critical path come to 1.
- Among all stages on the critical path, the maximum delay recorded is 1.33 ns.
- Looking at the critical path, the single cell with the biggest stage delay is sky130_fd_sc_hd__nor4_1.
- STA lists the maximum fanout along the critical path as 2.

** Clocking
- Clock Root Buffer :: sky130_fd_sc_hd__clkbuf_16
- Post-CTS Hold Buffers :: 0
- # H-tree levels :: 4
- TritonCTS built the clock tree.
- Buffers inserted during clock tree synthesis total 225.
- Number of cells upsized or downsized after cts :: 0
- CTS max path bufs :: 3
- The number of clock sinks came to 2048.
- Buffers inserted during post-CTS setup optimization :: 0
- Clock-pin slew was measured on the worst setup and hold paths at roughly 0.050 ns.

** Run status
- The checks that failed: capacitance limit, slew limit.
- The flow ran to the end, but the final reports show violations.

** STA
- The last timing report of the flow puts the setup violation total at 0.
- Worst slew margin :: -0.06634
- The final timing report lists a max-slew violation count of 2.
- RSZ-0062 raised after global routing :: no
- Worst-Margin Slew :: around 1.6 ns
- The final layout reports a setup TNS of 0 ns.
- Final hold violations :: 0

** Flow run
- Max-cap viol count :: 1
- Number of warnings in the stage logs :: 1048
[worst min-delay path, stage by stage]
cell and delay, ns:
sky130_fd_sc_hd__buf_8 0.18, sky130_fd_sc_hd__mux4_2 0.34, sky130_fd_sc_hd__o22ai_1 0.14, sky130_fd_sc_hd__nor4_1 0.09
sky130_fd_sc_hd__clkdlybuf4s50_1 0.45
[stage by stage]
stage	hold slack, ns	setup slack (ns)
after detailed placement	9.850	2.291
after CTS	9.850	3.009
after floorplan	8.921	0.8117
after global placement	9.841	2.351
final	9.814	2.852
after global routing	9.873	2.876
[cells by family (layout without fill, tap and decap cells)]
logic type	Yosys count	count (layout)	synth area share
AND/OR/NAND/NOR	2304	2304	0.1077
flip-flops	2048	2048	0.5611
AND-OR/OR-AND	1481	1481	0.08371
multiplexers	1105	1105	0.2087
buffers and inverters	1024	3156	0.03646
XOR/XNOR	28	28	0.002237
adder cells (fa/ha/maj)	1	1	0.0001141
other	1	130	0.00003421
[Yosys cell counts, drive strengths merged (7+ instances only)]
cell type  instances
clkbuf           779
or2                7
inv               32
nand2b            21
o22ai            392
nand4             34
mux4             944
nor4              95
o21ai            127
xnor2             22
nor2             564
and2             139
and3             875
nor2b             22
nand3             56
nor3              17
nand2            460
a22oi            477
mux2i            161
edfxtp          2048
a21oi            465
buf              213
[final cells by class]
type	count	share of cell area
Antenna cell	34	0.0006415
Clock buffer	228	0.04302
Clock inverter	2229	0.07171
Inverter	31	0.0008773
Multi-Input combinational cell	5015	0.3424
Sequential cell	2048	0.4637
Tap cell	3570	0.03368
Timing Repair Buffer	668	0.04406
[layout by cell type, fill, tap and decap left out, types with 7 or more instances in the layout]
cell	count
sky130_fd_sc_hd__inv_1	2136
sky130_fd_sc_hd__edfxtp_1	2048
sky130_fd_sc_hd__mux4_2	944
sky130_fd_sc_hd__and3_1	875
sky130_fd_sc_hd__nor2_1	547
sky130_fd_sc_hd__a22oi_1	477
sky130_fd_sc_hd__a21oi_1	465
sky130_fd_sc_hd__nand2_1	419
sky130_fd_sc_hd__buf_4	406
sky130_fd_sc_hd__o22ai_1	392
sky130_fd_sc_hd__clkdlybuf4s50_1	240
sky130_fd_sc_hd__clkbuf_16	228
sky130_fd_sc_hd__mux2i_1	161
sky130_fd_sc_hd__and2_1	138
sky130_fd_sc_hd__o21ai_0	97
sky130_fd_sc_hd__conb_1	96
sky130_fd_sc_hd__nor4_1	89
sky130_fd_sc_hd__clkinvlp_2	68
sky130_fd_sc_hd__nand3_1	54
sky130_fd_sc_hd__nand2_2	36
sky130_fd_sc_hd__bufinv_16	35
sky130_fd_sc_hd__diode_2	34
sky130_fd_sc_hd__nand4_1	33
sky130_fd_sc_hd__o21ai_4	30
sky130_fd_sc_hd__xnor2_2	22
sky130_fd_sc_hd__nand2b_1	15
sky130_fd_sc_hd__nor3_1	15
sky130_fd_sc_hd__buf_12	15
sky130_fd_sc_hd__nor2b_1	14
sky130_fd_sc_hd__nor2_4	12
sky130_fd_sc_hd__inv_6	8
sky130_fd_sc_hd__inv_4	7
[power groups by stage]
stage / logic [uW] / clock network (uW) / registers (uW)
4_1_cts: 947 / 5590 / 4530
5_1_grt: 1010 / 6020 / 4530
6_report: 979 / 5490 / 4530
[metal layers]
layer,wire (um),share of wire,GRT usage,vias up
met5,3748,0.0081,0.1273,-
met4,28230,0.061,0.1999,128
met3,103900,0.23,0.3672,1622
met2,196400,0.43,0.4681,8049
met1,129300,0.28,0.3450,41800
li1,-,-,-,36040
[path summary, 6_finish.rpt]
kind                       start       endpoint  slack (ns)
hold / removal        instru[17]  ReadData1[63]        9.81
setup / recovery  RegData[16][3]   ReadData1[3]        2.85
Power figures rest on the tool's default switching activity, not on a simulated workload.
