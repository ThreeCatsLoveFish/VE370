[flow/config.mk]
export PLATFORM = sky130hd
export DESIGN_NAME = data_memory
export DESIGN_NICKNAME = data_memory
export VERILOG_FILES = /design/flow/design.v
export SDC_FILE = /design/flow/constraint.sdc
export NUM_CORES = 4
export LEC_CHECK = 1
export CORE_UTILIZATION = 40
export SYNTH_MEMORY_MAX_BITS = 65536
[flow/constraint.sdc]
current_design data_memory

set clk_period 109.8
set clk_io_pct 0.2

create_clock -name clk0 -period $clk_period [get_ports {clk}]

set non_clock_inputs [all_inputs -no_clocks]
set_input_delay [expr $clk_period * $clk_io_pct] -clock clk0 $non_clock_inputs
set_output_delay [expr $clk_period * $clk_io_pct] -clock clk0 [all_outputs]
[flow/design.v]
`timescale 1ns / 1ps
module data_memory(
  input clk,
  input MemWrite,
  input MemRead,
  input [63:0] ALUresult,
  input [63:0] writeData,
  output reg [63:0] readData
);
  parameter NONE = 64'b0;
  parameter SIZE = 128;
  reg [63:0] mem [SIZE - 1:0];
  integer i;
  initial begin
    for (i = 0; i < SIZE; i = i + 1) begin
      mem[i] = NONE;
    end
  end
  always @(*) begin
    if (MemRead == 1) begin
      readData = mem[ALUresult];
    end
  end
  always @(negedge clk) begin
    if (MemWrite == 1) begin
      mem[ALUresult] = writeData;
    end
  end
endmodule
[flow/run.sh]
#!/bin/bash
# OpenROAD 26Q1-2900-gdf79404cd8, Yosys 0.63+post, stock flow scripts
make -C /OpenROAD-flow-scripts/flow DESIGN_CONFIG=/design/flow/config.mk WORK_HOME=/design/flow/orfs finish
==> summary.txt <==
Implementation progress

The synthesis report lists the Yosys warning total as 1. STA reports the tightest min-delay check as being of type in -> reg. The first global-routing pass estimated approximately 1600000 µm of wire. The mux cell area share after synthesis stands at 0.0436. At the placement stage, the worst setup path has a slack of approximately 28 ns. about 200 I/O pins were placed. Of the post-synthesis cell area, the dominant cell type holds 0.781.

In the Yosys report the total cell count is around 18000. Entering global routing, the biggest net connects around 120 pins. The core region is between 700000 and 800000 µm². The total of fill cells in the finished design stands at about 63000. The total setup violations reported at the end of the flow stands at 0. The via count normalized by instance count stands at approximately 5.6.

The script computed a power per unit cell area of roughly 20 nW/µm². The post-CTS setup-driven buffer insertion count stands at 0. The static leakage stands at roughly 160 nW. The core utilization at floorplan stands at 0.402. For reference, the top logic cell family by area is AND-OR/OR-AND gates. The initial antenna violation count is 75. In the placement report, post-DP HPWL is listed as between 600000 and 700000 µm. The DRC violation total after the first TritonRoute iteration stands at 17400. The number of port buffers stands at between 100 and 150. The yosys-reported design area after synthesis stands at 315000 µm². The most common cell in the synthesized netlist is edfxtp_1. The post-synth register bit count is around 8300.

The cell-mix breakdown from Yosys lists the compound-gate area share as 0.129. The total count of hold-check failures in the final report stands at 0. The total routing usage reported by global routing stands at 0.306. The setup slack of the critical path after layout stands at ~29 ns. 128 endpoints have no timing constraint. The simple-gate share of the synthesized area stands at 0.0231. The max-capacitance violation count stands at 1. The number of iterations in the first detailed-routing pass stands at 10. The floorplan has ~330 rows. The routed via count stands at 212000.

The total clock buffers created by CTS stands at between 800 and 900. The routed wirelength normalized by instance count stands at just under 30 µm. The count of cell types in the netlist stands at slightly below 80.

Of all flip-flops after synthesis, the portion carrying an async set or reset was 0. In this run the number of H-tree levels came out at 6. Routability-driven placement finished with a final weighted congestion of around 0.98.

The worst hold slack after final layout stands at 75.98 ns. In the final layout, the share of cells above drive strength 1 is 0.116. The maximum net fanout on the critical path stands at slightly below 70. The pin closest to its max-slew limit shows a slew of between 1.5 and 2 ns. The headroom to the max-slew limit stands at -0.0224.

The number of gates resized after cts stands at 0. STA classifies the critical path endpoint as a flip-flop. After clock tree synthesis, the flow added hold-fix buffers numbering 0. Setup repair after global routing left no endpoint under its margin. The cell count after placement stands at approximately 28000. The total area of multi-input combinational cells stands at about 63000 µm². The worst voltage drop across the vdd grid stands at 0.0200 mV.

The number of register pins that no clock reaches stands at roughly 64. The run finished, with violations left. The post-synthesis xor/xnor area fraction stands at 0.

The layout report lists the combined flip-flop and latch area as 247000 µm². Per the CTS log, the root buffer master is clkbuf_16. The critical path is of the in -> reg type.

The die covers 791000 µm². According to the floorplan report, the die width is slightly below 900 µm. The checks that failed: capacitance limit, slew limit.

In the synthesized netlist the dominant register cell turns out to be edfxtp_1. The global-route congestion overflow total stands at 0. The average instance in the mapped netlist occupies ~18 µm². Sorting the Yosys area breakdown by cell type puts at the top edfxtp_1.

The final layout reports a setup TNS of 0 ns. The total number of warnings across the stage logs stands at between 1000 and 1500. The number of enable-type register cells in the synthesized netlist stands at 8192. The number of remaining DRC errors stands at 0. By count the netlist is led by edfxtp_1, a221oi_1, a22oi_1. The chip height stands at 889 µm. The cell area after synthesis stands at ~310000 µm².

The growth of design area from synthesis to finish stands at 24.1%. For this run, the number of standard cells in the final layout without fillers is about 38000. The data arrival time reported for the critical path is about 27 ns. STA classifies the critical path startpoint as an input port.

After technology mapping, the gate count stands at roughly 18000. Yosys attributes the largest share of cell area to edfxtp_1, a221oi_1, a22oi_1. Hold analysis shows the worst path with a depth of 1. At the worst endpoint, the required time is around 56 ns.

The clock slew at the register clock pins of the worst setup and hold paths stands at roughly 0.03 ns. TritonCTS built the clock tree. The deepest clock path buffer count stands at 4.

The via count of the first global-routing pass came to 234000. The number of max-slew violations in the final report stands at 2. The overall routed net length stands at between 1000000 and 1500000 µm. The arithmetic-cell share of the synthesized area counting full adders, half adders and majority gates stands at 0.

Once detail routing completed, the nets flagged for antenna violations numbered 0.
-- layout by cell type (no fill, tap or decap), types with 316 or more instances in the layout --
| cell | n |
|---|---|
| inv_1 | 8405 |
| edfxtp_1 | 8192 |
| a221oi_1 | 1440 |
| buf_4 | 937 |
| a22oi_1 | 931 |
| clkbuf_16 | 851 |
| a21oi_1 | 832 |
| o21ai_0 | 706 |
| mux2i_1 | 575 |
| mux2_2 | 500 |
| nand2_1 | 449 |
| o22ai_1 | 316 |
-- worst paths after layout --
path,to,start
max,mem[53][25],ALUresult[2]
min,mem[40][22],writeData[22]
-- routing by layer --
metal | up-vias | share of wire | track usage | routed length (µm)
li1 | 92200 | - | - | -
met1 | 101000 | 0.30 | 0.305 | 335000
met2 | 15700 | 0.44 | 0.399 | 486000
met3 | 2573 | 0.20 | 0.295 | 222000
met4 | 130 | 0.059 | 0.179 | 66200
met5 | - | 0.0059 | 0.0661 | 6600
-- layout make-up --
cell class              instances  area share
clock inverters              8880      0.0977
diodes                         84    0.000538
flip-flops and latches       8256       0.632
inverters                       5    0.000131
multi-input cells            8175       0.161
clock buffers                 851      0.0545
well taps                   10500      0.0335
repair buffers               1022      0.0207
-- state kept, by name, summed over array words and instances, names as in the netlist --
register	flops
mem	8192
readData	64
-- per-stage QoR --
stage / area, µm² / total power, mW / utilization
after floorplan: 315000 / 4.14 / -
after global placement: 331000 / 4.35 / 0.422
after detailed placement: 331000 / 4.36 / 0.422
after CTS: 391000 / 8.06 / 0.498
after global routing: 391000 / 8.45 / 0.498
final: 391000 / 7.97 / 0.498
-- logic make-up (layout without fill, tap and decap cells) --
logic type | count (synthesis) | count (layout)
DFF | 8192 | 8192
AOI/OAI and AO/OA | 5524 | 5524
and+or+nand+nor | 1470 | 1470
buffers and inverters | 1458 | 10800
muxes | 1181 | 1181
latches | 64 | 64
other | 0 | 84
-- worst max-delay path, cell delays in order --
cell     delay (ns)
buf_16         0.34
buf_4          0.58
buf_4          0.61
and3b_4        0.49
nand2_1        0.19
buf_4          0.26
nor2_4         0.59
buf_4          0.67
buf_4          0.65
-- power breakdown --
group,leakage [nW],switching [mW],internal [mW]
clock,57.9,1.97,2.11
sequential,74.1,0.00331,3.49
combinational,23.4,0.303,0.0986
total,155,2.27,5.69
Power figures rest on the tool's default switching activity, not on a simulated workload.
