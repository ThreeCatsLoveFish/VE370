## flow/design.v

```verilog
`timescale 1ns / 1ps
module alu(
  input ALUSrc,
  input [3:0] ALUcontrol,
  input [63:0] data1,
  input [63:0] read2,
  input [63:0] imme,
  output reg zero,
  output reg [63:0] ALUresult
);
  reg [63:0] data2;
  always @(*) begin
    if (ALUSrc == 0) begin
      data2 = read2;
    end else begin
      data2 = imme;
    end
  end
  always @(*) begin
    case (ALUcontrol)
      4'b0000:  
        ALUresult = data1 & data2;
      4'b0001:  
        ALUresult = data1 | data2;
      4'b0010:  
        ALUresult = data1 + data2;
      4'b0011:  
        ALUresult = (data1 == data2) ? 1 : 0;
      4'b0100:  
        ALUresult = data1 << data2;
      4'b0110:  
        ALUresult = data1 - data2;
      4'b0111:  
        ALUresult = (data1 < data2) ? 1 : 0;
      4'b1000:  
        ALUresult = (data1 < data2) ? 0 : 1;
      4'b1001:  
        ALUresult = data1 ^ data2;
      4'b1100:  
        ALUresult = data1 |~ data2;
      default:
        ALUresult = 64'b0;
    endcase
    if (ALUresult == 0) begin
      zero = 1;
    end else begin
      zero = 0;
    end
  end
endmodule
```

## flow/run.sh

```bash
#!/bin/bash
# OpenROAD 26Q1-2900-gdf79404cd8, Yosys 0.63+post, stock flow scripts
make -C /OpenROAD-flow-scripts/flow DESIGN_CONFIG=/design/flow/config.mk WORK_HOME=/design/flow/orfs finish
```

## flow/config.mk

```make
export PLATFORM = sky130hd
export DESIGN_NAME = alu
export DESIGN_NICKNAME = alu
export VERILOG_FILES = /design/flow/design.v
export SDC_FILE = /design/flow/constraint.sdc
export NUM_CORES = 4
export LEC_CHECK = 1
export CORE_UTILIZATION = 30
```

## flow/constraint.sdc

```tcl
current_design alu

set clk_period 31.0
set clk_io_pct 0.2

create_clock -name clk0 -period $clk_period

set non_clock_inputs [all_inputs -no_clocks]
set_input_delay [expr $clk_period * $clk_io_pct] -clock clk0 $non_clock_inputs
set_output_delay [expr $clk_period * $clk_io_pct] -clock clk0 [all_outputs]
```

==> results.cfg <==
; generated from flow reports
[floorplanning]
core_area_sq_um = 54030
std_cell_rows = 85
die_w_um = 236.2
fp_util_pct = 30.47
die_area_sq_um = 55810
io_pins = 262
die_h_um = 236.2

[drt]
via_per_inst = 6.782
drc = 0
ant_nets = 0
wl_per_cell_um = 34.01
wl_um = 116600
vias = 23260
first_pass_iters = 6
drtIter0Drc = 3040

[synth]
ys_sh_adder_pct = 9.973
synthMuxAreaShare_pct = 13.74
ys_cells = 2568
ys_sh_aoi_pct = 41.11
synth.distinct_cells = 86
ys_seq_share_pct = 0
ys_sh_xor_pct = 3.725
yosysWarnings = 1
avgSynthCellArea_sq_um = 6.410
synth-simple-area-share_pct = 23.73
netlist_instances = 2568
logic_family = AND-OR/OR-AND gates
syn_area_sq_um = 16460
ys_chip_area_sq_um = 16460

[critical_path]
cp_data_arrival_time_ns = 14.11
worst_ep_required_time_ns = 24.80
cp-start-kind = input pin
crit_path_end_kind = primary output
crit_type = in -> out
cp_max_fo = 56

[clock_tree]
ctsHoldBuffers = 0
cts_resized = 0
post_cts_buffers = 0

[global_route]
gr-total-overflow = 0
antenna_found_initial = 4
grt_pass1_wl_um = 162900
grt.total_usage_pct = 40.99
grt_max_degree = 57
grt_pass1_vias = 21070

[power]
p_total_uw = 526.1
p_int_uw = 184.1
p_switching_uw = 342.0
switching_share_pct = 65.00
irDropWorstVdd_mv = 0.009658
leakage_nw = 7.888
pwr_density_cell_nw_per_um2 = 26.32

[place]
pre_cts_slack_ns = 10.84
placed_cells = 3425
hpwlAfterDp_um = 94170
placed_cell_area_sq_um = 19980
io_buffers = 262
globalplace.congestion = 1.094

[layout]
nClkBuffers = 0
flop-count = 0
area_growth_pct = 21.42
drive_gt1_share_pct = 5.753
final_area_sq_um = 19990
flop_area_sq_um = 0
stdcell_count = 3429
comb_area_sq_um = 15290
nFillCells = 5821
fin_util_pct = 36.99

[hold_path]
hold_path_class = in -> out
whs_path_depth = 4

[final_timing]
setup_viol = 0
report.final.slew_viol_count = 0
min_period_ns = 20.31
relSlewSlack_pct = 33.00
finalCritPeriodShare_pct = 65.51
setup_tns_ns = 0
worst_hold_slack_ns = 13.93
rsz0062_at_grt = no
worstMarginPinSlew_ns = 1.005
layout_setup_ws_ns = 10.69
hold_violations = 0
clock.fmax_ghz = 0.04924

[flow_run]
cap_violations = 0
tool_warnings = 93

[status]
status = complete, no violations
## power by group through the flow
stage,sequential (mW),clock [mW],combinational (mW)
4_1_cts,0,0,0.505
5_1_grt,0,0,0.548
## path summary, 6_finish.rpt
check | start | end | slack, ns
setup / recovery | ALUSrc | zero | 10.69
hold / removal | data1[17] | ALUresult[17] | 13.93
## cell usage after synthesis, types with 8 or more instances
library cell,count,area (sq um)
a221o_1,25,250.2
nand3_1,75,375.4
o21ai_0,179,895.9
xnor2_1,68,595.6
nand4_1,38,237.7
a22oi_1,47,352.8
mux2i_1,198,1982
a32oi_1,9,78.83
o221ai_1,32,280.3
o31ai_1,23,172.7
a21oi_1,251,1256
a21o_1,41,307.8
buf_1,27,101.4
or3_1,16,100.1
a21boi_0,15,112.6
clkbuf_1,150,563.0
buf_2,12,60.06
or4_1,15,112.6
ha_1,128,1602
a221oi_1,23,201.4
o21a_1,20,150.1
o31a_1,8,70.07
o21bai_1,31,232.7
o2111ai_1,9,78.83
a2111oi_0,11,96.34
a211oi_1,37,277.8
nand2b_1,21,131.4
a31oi_1,46,287.8
a211o_1,17,148.9
o22ai_1,28,175.2
nor2_1,203,762.0
inv_1,132,495.5
or2_2,14,87.58
nor2b_1,20,125.1
and3_1,22,137.6
nor3_1,57,285.3
o211ai_1,70,525.5
nor4_1,48,300.3
nand2_1,249,934.7
## cell families after synthesis
family / count (synthesis)
AOI/OAI and AO/OA: 1008
and+or+nand+nor: 815
buffers and inverters: 330
muxes: 215
adders and majority gates: 130
xor gates and xnor gates: 70
## cell usage in the layout, fill, tap and decap left out, types with 41 or more instances in the layout
cell type        synthesis  routed
nand3_1                 75      75
nor2_1                 203     202
nor3_1                  57      56
xnor2_1                 68      68
a22oi_1                 47      47
a21o_1                  41      41
nand2_1                249     249
buf_4                    0      91
a31oi_1                 46      46
a21oi_1                251     251
mux2i_1                198     194
ha_1                   128     128
o21ai_0                179     179
inv_1                  132     131
o211ai_1                70      70
nor4_1                  48      46
clkdlybuf4s50_1          0     261
## layer usage
metal  up-vias  part of all wire [%]  global-route usage [%]
met5         -                 0.081                       0
met4         4                   4.1                   12.95
met3       212                    12                   11.81
met2      1552                    40                   57.93
met1     11310                    44                   59.45
li1      10170                     -                       -
## layout make-up
| type | instances | share of cell area (%) |
|---|---|---|
| inverter | 139 | 2.623 |
| antenna | 4 | 0.05008 |
| multi-input combinational | 2238 | 76.48 |
| tap | 696 | 4.357 |
| timing repair buffer | 352 | 16.49 |
## worst max-delay path: stages
cell and delay, ns:
buf_4 0.52, mux2i_4 0.32, buf_4 0.62, inv_2 0.47
ha_1 0.35, or2_2 0.27, o211ai_1 0.46, nand2_1 0.14
and3_1 0.22, a2111oi_0 0.46, or3b_1 0.39, or4_1 0.53
nor4_1 0.36, buf_4 0.18, or3b_2 0.48, nor4b_1 0.29
nand4_1 0.20, nor4b_2 0.52, nand4b_1 0.29, nor4b_2 0.28
clkdlybuf4s50_1 0.49
No activity file was given, so power comes from the tool's default toggle rates.
